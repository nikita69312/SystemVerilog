$ cat ./design.v
package alu_opcodes_pkg;
parameter ALU_OP_WIDTH = 5;
parameter ALU_ADD  = 5'b00000;
parameter ALU_SUB  = 5'b01000;
parameter ALU_XOR  = 5'b00100;
parameter ALU_OR   = 5'b00110;
parameter ALU_AND  = 5'b00111;
parameter ALU_SRA  = 5'b01101;
parameter ALU_SRL  = 5'b00101;
parameter ALU_SLL  = 5'b00001;
parameter ALU_LTS  = 5'b11100;
parameter ALU_LTU  = 5'b11110;
parameter ALU_GES  = 5'b11101;
parameter ALU_GEU  = 5'b11111;
parameter ALU_EQ   = 5'b11000;
parameter ALU_NE   = 5'b11001;
parameter ALU_SLTS = 5'b00010;
parameter ALU_SLTU = 5'b00011;
endpackage
package csr_pkg;
  localparam CSR_RW          = 3'b001;
  localparam CSR_RS          = 3'b010;
  localparam CSR_RC          = 3'b011;
  localparam CSR_RWI         = 3'b101;
  localparam CSR_RSI         = 3'b110;
  localparam CSR_RCI         = 3'b111;
  localparam MIE_ADDR        = 12'h304;
  localparam MTVEC_ADDR      = 12'h305;
  localparam MSCRATCH_ADDR   = 12'h340;
  localparam MEPC_ADDR       = 12'h341;
  localparam MCAUSE_ADDR     = 12'h342;
endpackage
`timescale 1ns / 1ps
module rf_riscv(
                input   logic         clk_i,
                input   logic         write_enable_i,
                input   logic  [4:0]  read_addr1_i,
                input   logic  [4:0]  read_addr2_i,
                input   logic  [4:0]  write_addr_i,
                input   logic  [31:0] write_data_i,
                output  logic  [31:0] read_data1_o,
                output  logic  [31:0] read_data2_o
    );
logic [31:0] rf_mem[31:0];
always_ff @(posedge clk_i)
  begin
  if(write_enable_i)
     rf_mem[write_addr_i]<=write_data_i;
  end
assign read_data1_o = (read_addr1_i==0)? 0:rf_mem[read_addr1_i];
assign read_data2_o = (read_addr2_i==0)? 0:rf_mem[read_addr2_i];
endmodule
$ cat ./run.sh
#!/bin/bash
# OpenROAD 26Q1-2900-gdf79404cd8, Yosys 0.63+post, stock flow scripts
make -C /OpenROAD-flow-scripts/flow DESIGN_CONFIG=/design/flow/config.mk WORK_HOME=/design/flow/orfs finish
$ cat ./config.mk
export PLATFORM = sky130hd
export DESIGN_NAME = rf_riscv
export DESIGN_NICKNAME = rf_riscv
export VERILOG_FILES = /design/flow/design.v
export SDC_FILE = /design/flow/constraint.sdc
export NUM_CORES = 4
export LEC_CHECK = 1
export CORE_UTILIZATION = 50
$ cat ./constraint.sdc
current_design rf_riscv

set clk_period 5.9
set clk_io_pct 0.2

create_clock -name clk0 -period $clk_period [get_ports {clk_i}]

set non_clock_inputs [all_inputs -no_clocks]
set_input_delay [expr $clk_period * $clk_io_pct] -clock clk0 $non_clock_inputs
set_output_delay [expr $clk_period * $clk_io_pct] -clock clk0 [all_outputs]
==> results.toml <==
# yosys + openroad results
[run_status]
run_status = "complete, no violations"

[final_timing]
hold_slack_ns = 1.31
fin_setup_tns_ns = 0
period_used_share = 0.996
finalHoldViolations = 0
min_period_ns = 5.88
setup-violations-final = 0
max_slew.worst_pin.slew_ns = 1.44
slew_headroom = 0.0316
report.final.slew_viol_count = 0
clock.fmax_mhz = 170
rsz0062_at_grt = "false"

[yosys]
ys_warn_count = 1
synth_flop_count = 1024
top_logic_kind = "multiplexers"
ys_cells = 2400
top_area_frac = 0.655
syn_area_um2 = 47000
syn-instance-count = 2400
mux_area_frac = 0.249
ys_sh_simple = 0.0194
ys_seq_frac = 0.655
ys_async_sr_fraction = 0
edf_count = 1024
fa_ha_area_frac = 0
ys_sh_xor = 0
synthAoiAreaFrac = 0.0541
yosysChipArea_um2 = 47000
synth_cell_types = 40
area_leaders = "edfxtp_1 (65%), mux4_2 (20%), mux2i_1 (3.9%)"
yosysTopAreaCell = "edfxtp_1"
synth.avg_cell_area_um2 = 19.6
synthFlopType = "edfxtp_1"

[global_route]
grt_first_pass_wirelength_mm = 211
grt_usage = 0.361
grt_start_max_net_pins = 69
use_met1 = 0.420
met2_usage = 0.501
busiest_layer = "met2"
overflow = 0
gr-usage-met3 = 0.320
antenna_found_initial = 2
grt_pass1_vias = 30100

[critical_path]
path_cells = "clkdlybuf4s50_1 -> or3b_2 -> buf_12 -> o221ai_1 -> a211oi_1 -> nor3_1 -> buf_4 -> clkdlybuf4s50_1"
crit_type = "input pin to output pin"
crit_slowest_cell = "a211oi_1"
crit_path_max_fanout = 48
critical_path.max_stage_delay_ns = 1.11
worst-path-stages = 8
cpMostUsedCell = "clkdlybuf4s50_1"
path_delay_family = "buffers and inverters"
arrival_ns = 4.70
crit_start = "read_addr2_i[3]"
critPathCaptureType = "output pin"
cp_data_required_time_ns = 4.72
cp-start-kind = "input pin"
worst-path-buf-inv = 4

[die]
chipArea_um2 = 95200
fp_util = 0.504
pin_count = 113
fp.dieH_um = 308
die_x_um = 308
core_area_um2 = 93200
rows = 112

[cts]
cts_tree = "yes"
cts_buffer_depth = 3
cts_made_buffers = 107
htree_levels = 3
cts_sinks = 1024
cts-root-buf = "clkbuf_16"
path_clk_slew_ns = 0.06
post_cts_buffers = 0

[power_and_ir_drop]
power.density_nw_per_um2 = 302
power_switching_w = 0.00374
p_leak_nw = 17.6
pwr-share-seq = 0.495
total_power_w = 0.0164
p_int_w = 0.0127
p_clk_frac = 0.410
combPwrFrac = 0.095
vdd_drop_max_mv = 0.280
p_sw_frac = 0.227

[detailed_routing]
dr.pass1.iters = 5
vias = 26800
dr.first_iter.drc_count = 1711
via_per_inst = 6.76
ant_nets = 0
totalWireLength_mm = 149
drc = 0
wire_per_inst_um = 37.6

[finish]
areaGrowthSynthToFinish_pct = 15.7
drive_above_1_share = 0.311
regMostFlops = "rf_mem"
biggestRegsByFlops = "rf_mem: 1024 flops"
fin_cells = 3959
post-route-util = 0.583
largest_register_ffs = 1024

[job]
drv_cap = 0
warnings = 26

[place]
portBuffers = 112
dp.cells = 3758
routabilityCongestion = 0.924
dpl.hpwl_mm = 91.2

[min_path]
whs_endpoint = "rf_mem[12][27]"
hold_path_class = "input pin to register"
hold_depth = 2
hold_start = "write_data_i[27]"
area by class of cell:
class / count / area (um2)
clock inverter: 69 / 707
timing repair buffer: 305 / 2980
clock buffer: 131 / 2790
inverter: 25 / 96.3
multi-input combinational: 1150 / 15400
sequential: 1024 / 30700
antenna: 1 / 2.50
tap: 1254 / 1570
fill: 6537 / 38900
cell families (layout without fill, tap and decap cells):
logic type	count (synthesis)	after routing
other	0	1
buffers and inverters	226	530
AND-OR/OR-AND	331	331
flip-flops	1024	1024
multiplexers	632	632
AND/OR/NAND/NOR	187	187
worst max path at each step:
stage,to,slack [ns]
finish,read_data2_o[26],0.02
global route,read_data2_o[26],0.04
CTS,read_data2_o[26],0.24
cells in the mapped netlist, types with 31 or more instances:
library cell,number
a2111oi_0,31
a211oi_1,47
a21oi_1,46
a22o_1,62
buf_2,58
clkbuf_1,104
edfxtp_1,1024
mux2i_1,183
mux4_2,425
nand2_1,65
nor2_1,35
nor3_1,32
o221ai_1,31
o22ai_1,55
stage by stage:
step | worst slack, ns | cell area [um2]
after global routing | 0.0400 | 54300
after CTS | 0.244 | 54300
after floorplan | 1.97 | 47000
after detailed placement | -0.0887 | 50800
after global placement | -1.25 | 50800
final | 0.0239 | 54300
cells in the final DEF (no fill, tap or decap), drive strengths merged, types with 4 or more instances in the layout:
cell / Yosys / routed
edfxtp: 1024 / 1024
mux4: 425 / 425
buf: 97 / 200
mux2i: 183 / 183
clkbuf: 104 / 131
clkdlybuf4s50: 0 / 105
nand2: 65 / 65
a22o: 62 / 62
o22ai: 55 / 55
clkinv: 0 / 51
a211oi: 47 / 47
a21oi: 46 / 46
nor2: 35 / 35
nor3: 33 / 33
o221ai: 31 / 31
a2111oi: 31 / 31
inv: 25 / 27
mux2: 24 / 24
a221oi: 23 / 23
a211o: 23 / 23
bufinv: 0 / 13
and2: 13 / 13
a32o: 9 / 9
nor4: 9 / 9
nor2b: 8 / 8
nand3b: 7 / 7
or3b: 5 / 5
nand3: 4 / 4
per-layer routing:
| metal | vias to the layer above | wire (um) |
|---|---|---|
| met1 | 13400 | 43100 |
| met5 | - | 458 |
| li1 | 10900 | - |
| met2 | 2171 | 68100 |
| met4 | 8 | 6150 |
| met3 | 341 | 31000 |
power groups by stage:
stage	clock, W	sequential (W)	combinational, W
after CTS	0.00681	0.00813	0.00154
after global routing	0.00709	0.00814	0.00164
final	0.00674	0.00813	0.00155
timing repair:
| item | 4_1_cts | 5_1_grt |
|---|---|---|
| hold buffers | 0 | 0 |
| resized | 3 | 0 |
| endpoints found under the setup margin | 2 | 0 |
Power and IR drop assume default switching activity.
