<file path="flow/design.v">
package alu_opcodes_pkg;
parameter ALU_OP_WIDTH = 5;
parameter ALU_ADD  = 5'b00000;
parameter ALU_SUB  = 5'b01000;
parameter ALU_XOR  = 5'b00100;
parameter ALU_OR   = 5'b00110;
parameter ALU_AND  = 5'b00111;
parameter ALU_SRA  = 5'b01101;
parameter ALU_SRL  = 5'b00101;
parameter ALU_SLL  = 5'b00001;
parameter ALU_LTS  = 5'b11100;
parameter ALU_LTU  = 5'b11110;
parameter ALU_GES  = 5'b11101;
parameter ALU_GEU  = 5'b11111;
parameter ALU_EQ   = 5'b11000;
parameter ALU_NE   = 5'b11001;
parameter ALU_SLTS = 5'b00010;
parameter ALU_SLTU = 5'b00011;
endpackage
package csr_pkg;
  localparam CSR_RW          = 3'b001;
  localparam CSR_RS          = 3'b010;
  localparam CSR_RC          = 3'b011;
  localparam CSR_RWI         = 3'b101;
  localparam CSR_RSI         = 3'b110;
  localparam CSR_RCI         = 3'b111;
  localparam MIE_ADDR        = 12'h304;
  localparam MTVEC_ADDR      = 12'h305;
  localparam MSCRATCH_ADDR   = 12'h340;
  localparam MEPC_ADDR       = 12'h341;
  localparam MCAUSE_ADDR     = 12'h342;
endpackage
`timescale 1ns / 1ps
module fulladder(
                input   a_i,
                input   b_i,
                input   carry_i,
                output  sum_o,
                output  carry_o
    );
assign sum_o = a_i ^ b_i ^ carry_i;
assign carry_o = (a_i & b_i) | ( carry_i & a_i) | (carry_i & b_i);  
endmodule
module fulladder4(
  input  logic [3:0] a_i, 
  input  logic [3:0] b_i, 
  input  logic       carry_i,
  output logic [3:0] sum_o,
  output logic       carry_o
);
genvar i;
logic [3:0] carry_signals [0:3];
generate
  for (i = 0; i < 4; i = i + 1) begin : newgen
    fulladder f (
      .a_i(a_i[i]),
      .b_i(b_i[i]),
      .carry_i(i == 0 ? carry_i : carry_signals[i-1]),
      .sum_o(sum_o[i]),
      .carry_o(carry_signals[i])
    );
  end
endgenerate
assign carry_o = carry_signals[3];
endmodule
module fulladder_usk(
  input  logic [31:0] a_i, 
  input  logic [31:0] b_i,
  input logic         carry_i,
  output logic [31:0] sum_o,
  output logic        carry_o
);
genvar i;
logic [7:0] carry_signals;
generate
  for (i = 0; i < 8; i = i + 1) begin : newgen
    fulladder4 f (
      .a_i(a_i[4*i +: 4]),
      .b_i(b_i[4*i +: 4]),
      .carry_i(i == 0 ? carry_i : carry_signals[i-1]),
      .sum_o(sum_o[4*i +: 4]),
      .carry_o(carry_signals[i])
    );
  end
endgenerate
assign carry_o = carry_signals[7];
endmodule
</file>
<file path="flow/run.sh">
#!/bin/bash
# OpenROAD 26Q1-2900-gdf79404cd8, Yosys 0.63+post, stock flow scripts
make -C /OpenROAD-flow-scripts/flow DESIGN_CONFIG=/design/flow/config.mk WORK_HOME=/design/flow/orfs finish
</file>
<file path="flow/config.mk">
export PLATFORM = sky130hd
export DESIGN_NAME = fulladder_usk
export DESIGN_NICKNAME = fulladder_usk
export VERILOG_FILES = /design/flow/design.v
export SDC_FILE = /design/flow/constraint.sdc
export NUM_CORES = 4
export LEC_CHECK = 1
export CORE_AREA = 10 10 90 90
export DIE_AREA = 0 0 100 100
</file>
<file path="flow/constraint.sdc">
current_design fulladder_usk

set clk_period 11.7
set clk_io_pct 0.2

create_clock -name clk0 -period $clk_period

set non_clock_inputs [all_inputs -no_clocks]
set_input_delay [expr $clk_period * $clk_io_pct] -clock clk0 $non_clock_inputs
set_output_delay [expr $clk_period * $clk_io_pct] -clock clk0 [all_outputs]
</file>
==> flow_summary.toml <==
# physical design summary
[place]
pre_cts_ws_ns = -5.310
port_buffers = 98
dp_hpwl_mm = 2.917
routabilityCongestion = 0.7588

[synthesis]
syn_area_um2 = 918.4
ys_cells = 74
topCellsByArea = "fa_1, buf_4, inv_1"
top_area_share_pct = 69.75
netlist_instances = 74
yosys_warnings = 2
avgSynthCellArea_um2 = 12.41
synthDistinctLibCells = 3
yosys_area_um2 = 918.4
ys_seq_share_pct = 0
common_cells = "buf_4, fa_1, inv_1"
largest_area_cell = "fa_1"

[floorplan]
chipArea_mm2 = 0.01000
initial_core_util_pct = 14.63
die-height_um = 100
fp-row-count = 29
die_w_um = 100
ios = 98
core_mm2 = 0.006277

[routing]
insertedDiodeCount = 0
dr.first_iter.drc_count = 1
viasPerCell = 3.350
drtAntennaViolNets = 0
num_vias = 727
wl_per_cell_um = 13.45
drc = 0
routed_wirelength_mm = 2.918
firstDrtPassIters = 3

[worst_setup_path]
crit_family = "adder cells"
required_ns = 9.36
cp_slowest_cell = "fa_1"
crit_buf_inv = 6
setup.worst_path.end_class = "output pin"
crit_path_max_fanout = 1
worst-setup-path-type = "input port to output pin"
cp_common_cell = "fa_2"
crit_arrival_ns = 13.75
worstSetupStartpointType = "input port"
critical-path-max-stage-delay_ns = 0.40

[sta]
fmax_mhz = 62.17
hold_violations = 0
fin_crit_sh_pct = 137.5
maxSlewHeadroom_pct = 91.98
fin_crit_ns = 16.09
worst-slew-pin-transition_ns = 0.1199
setup_violations = 14
final_max_slew_viol_count = 0
finalSetupTns_ns = -34.40
worst_slack_ns = -4.386
rsz0062_at_grt = "yes"

[grt]
antenna_found_initial = 0
use_met1_pct = 6.711
grt_max_degree = 2
grtUsageMet3_pct = 5.690
top_usage_layer = "met2"
grt_pass1_vias = 896
grt_use_total_pct = 5.723
gr-total-overflow = 0
grtUsageMet2_pct = 7.815
grt_pass1_wl_mm = 4.664

[job]
warnings = 35
drv_cap = 0

[cells_and_area]
num-clock-buffers = 0
area_growth_syn_to_layout_pct = 94.55
drive_gt1_share_pct = 37.86
final-seq-area_um2 = 0
num-fill-cells = 651
seq_cells = 0
fin_util_pct = 28.46

[clock_tree]
postCtsHoldBufs = 0
postCtsSetupBuffers = 0

[min_path]
hold_class = "input port to output pin"

[pwr]
irDropWorstVdd_mv = 0.02096
p_leak_uw = 0.0006640
finalPower_uw = 84.41
powerDensity_mw_per_mm2 = 47.24

[run_status]
violations = "negative setup slack"
outcome = "finished with violations"
layout make-up:
type,instances,area (um^2),area share (%)
inverters,10,55.05,3.081
repair buffers,98,917.1,51.33
multi-input cells,32,718.2,40.20
well taps,77,96.34,5.392
where the power goes:
group,switching (uW),total (uW),internal (uW)
sequential,0,0,0
combinational,24.4,84.4,60.0
clock,0,0,0
timing repair:
item / CTS / global route
resized: 67 / 2
endpoints found under the setup margin: 17 / 16
hold endpoints to repair: 0 / 0
layout by cell type (no fill, tap or decap):
cell type,instances
fa_2,31
buf_6,2
buf_8,1
inv_12,1
inv_1,5
fa_1,1
inv_6,1
dlygate4sd2_1,3
inv_2,3
dlymetal6s2s_1,1
clkdlybuf4s50_1,77
buf_2,14
final timing paths:
path / start / end / slack (ns) / cells past startpoint
max: a_i[0] / sum_o[31] / -4.39 / 38
min: b_i[0] / sum_o[0] / 5.43 / 5
metrics by stage:
stage                     hold WS (ns)  cells  area, um^2
final                            5.433    217        1787
after floorplan                  4.907     74        1017
after detailed placement         5.758    217        1851
after CTS                        5.439    217        1778
after global placement           5.750    217        1851
after global routing             5.462    217        1787
tightest hold or removal path: cells and delay by family:
family,cells,cell delay [ns]
fa+ha+maj,1,0.18
buf+inv,4,0.58
metal layers:
layer  share of wire [%]  up-vias
li1                    -      312
met1                  36      332
met2                  35       83
met3                  29        0
met4                   0        0
met5                   0        -
logic make-up (layout without fill, tap and decap cells):
logic type	after synthesis	after routing	share of synthesized area, %
buf+inv	42	108	30.25
fa+ha+maj	32	32	69.75
No activity file was given, so power comes from the tool's default toggle rates.
